File: /design/flow/run.sh
#!/bin/bash
# OpenROAD 26Q1-2900-gdf79404cd8, Yosys 0.63+post, stock flow scripts
make -C /OpenROAD-flow-scripts/flow DESIGN_CONFIG=/design/flow/config.mk WORK_HOME=/design/flow/orfs finish
File: /design/flow/config.mk
export PLATFORM = sky130hd
export DESIGN_NAME = counter_to_led
export DESIGN_NICKNAME = counter_to_led
export VERILOG_FILES = /design/flow/design.v
export SDC_FILE = /design/flow/constraint.sdc
export NUM_CORES = 4
export LEC_CHECK = 1
export CORE_AREA = 10 10 70 70
export DIE_AREA = 0 0 80 80
File: /design/flow/design.v
`timescale 1ns / 1ps
module counter_to_led(counter,clk_game,led);
input [5:0]counter;
input clk_game;
output reg [15:0]led;
    always @ (*)
    begin
     case(counter)
     0:  led=16'b0001111111111000;
     1:  led=16'b0000000000000001;
     2:  led=16'b0000000000000010;
     3:  led=16'b0000000000000100;
     4:  led=16'b0000000000001000;
     5:  led=16'b0000000000010000;
     6:  led=16'b0000000000100000;
     7:  led=16'b0000000001000000;
     8:  led=16'b0000000010000000;
     9:  led=16'b0000000100000000;
     10: led=16'b0000001000000000;
     11: led=16'b0000010000000000;
     12: led=16'b0000100000000000;
     13: led=16'b0001000000000000;
     14: led=16'b0010000000000000;
     15: led=16'b0100000000000000;
     16: led=16'b1000000000000000;
     17: led=16'b0001111111111000;
default: led=16'b0001111001111000;
     endcase
    end
endmodule
File: /design/flow/constraint.sdc
current_design counter_to_led

set clk_period 1.7
set clk_io_pct 0.2

create_clock -name clk0 -period $clk_period

set non_clock_inputs [all_inputs -no_clocks]
set_input_delay [expr $clk_period * $clk_io_pct] -clock clk0 $non_clock_inputs
set_output_delay [expr $clk_period * $clk_io_pct] -clock clk0 [all_outputs]
==> flow_summary.json <==
{
  "grt_pass1_wl_um": 3180,
  "synth_chip_area_um2": 381.6,
  "initial_core_util": 0.1117,
  "p_seq_frac": 0,
  "slew_violations": 0,
  "yosysTopAreaCellShare": 0.1180,
  "rsz0062_at_grt": "true",
  "period_needed_ns": 1.771,
  "switching_share": 0.4697,
  "status": "complete, but fails checks",
  "vias": 627,
  "p_int_uw": 109.2,
  "rows": 21,
  "fin_ws_ns": -0.07057,
  "io_pins": 23,
  "clkPwrFrac": 0,
  "finalSetupViolCount": 4,
  "drtIter0Drc": 31,
  "drive_above_1_share": 0.6538,
  "timing.fmax_mhz": 564.8,
  "comb_area_um2": 493.0,
  "busiest_layer": "met2",
  "hold_violations": 0,
  "largest_area_cell": "nor2_1",
  "grt_util_met3": 0.002273,
  "track_usage": 0.05842,
  "path_depth": 6,
  "gp_congestion": 0.8166,
  "grt_max_degree": 11,
  "place_area_um2": 758.2,
  "ys_cells": 64,
  "use_met2": 0.09791,
  "grt_overflow": 0,
  "slew_headroom": 0.7865,
  "ff_latch_area_um2": 0,
  "finalPower_uw": 206.0,
  "ys_seq_share": 0,
  "syn_inst": 64,
  "path_cells": "buf_8, or4b_4, buf_6, o2bb2ai_4, o21ai_1, buf_2",
  "ir_worst_vdd_v": 0.00005981,
  "power_density_nw_per_um2": 214.9,
  "chip_area_um2": 6400,
  "hold_path.class": "primary input to output pin",
  "finalInstanceArea_um2": 958.4,
  "worst_pin_slew_ns": 0.3180,
  "cp_max_fo": 6,
  "dp_hpwl_um": 1296,
  "routed_wirelength_um": 1937,
  "warning_count": 35,
  "syn-cell-area_um2": 381.6,
  "finalSetupTns_ns": -0.2226,
  "critPathKind": "primary input to output pin",
  "drt.antenna.violating_nets": 0,
  "end_kind": "output pin",
  "crit_required_ns": 1.36,
  "met1_usage": 0.08504,
  "pwr-share-comb": 1.000,
  "nClkBuffers": 0,
  "top_cells_by_area": "nor2_1, nand2b_1, a21oi_1, o21ai_1, a22oi_1",
  "yosys_warnings": 1,
  "whs_ns": 1.022,
  "portBuffers": 22,
  "first_pass_iters": 4,
  "slowest_stage": "or4b_4",
  "cp_top_family": "simple AND/OR/NAND/NOR gates",
  "synth.avg_cell_area_um2": 5.963,
  "cap_violations": 0,
  "yosysMostFrequentCell": "nor2_1",
  "max_stage_delay_ns": 0.55,
  "post-place-ws_ns": -0.8693,
  "seq_cell_count": 0,
  "drc": 0,
  "violations": "setup timing",
  "post_drt_wl_per_cell_um": 12.91,
  "via_per_inst": 4.180,
  "core_area_um2": 3416,
  "yosysUniqueCellTypes": 29,
  "whs_path_depth": 4,
  "crit_buf_inv": 3,
  "die_x_um": 80,
  "startpoint_type": "primary input",
  "fin_crit_sh": 1.042,
  "antenna_found_initial": 0,
  "layout-area-overhead-vs-synth_pct": 151.1,
  "p_leak_uw": 0.0003832,
  "crit_arrival_ns": 1.43,
  "fp.dieH_um": 80,
  "fillers": 355,
  "n_antenna_cell": 0,
  "grt_pass1_vias": 632,
  "switching_power_uw": 96.75,
  "synthTopCellsByCount": "nor2_1, a21oi_1, nand2b_1, clkbuf_1, o21ai_1"
}
[cell type report]
type                            instances  area share
Timing Repair Buffer                   47      0.4138
Tap cell                               46     0.06005
Inverter                                3     0.01175
Multi-Input combinational cell         54      0.5144
[power groups by stage]
stage         clock network (µW)  logic (µW)  registers, µW
CTS                            0         181              0
finish                         0         206              0
global route                   0         224              0
[layer usage]
metal	part of all wire	up-vias
li1	-	321
met1	0.51	298
met2	0.48	8
met3	0.0093	0
met4	0	0
met5	0	-
[through the flow]
step,util,instances
2_1_floorplan,-,64
3_3_place_gp,0.2220,143
3_5_place_dp,0.2220,143
4_1_cts,0.2619,150
5_1_grt,0.2806,150
6_report,0.2806,150
[path summary, 6_finish.rpt]
check                       from       to  slack (ns)
worst max-delay path  counter[0]  led[10]       -0.07
worst min-delay path  counter[5]   led[0]        1.02
[cells in the final DEF, fill, tap and decap left out, drive strengths merged, types with 2 or more instances in the layout]
master and instances:
nand2 2, a22oi 2, a21oi 6, a31oi 2
dlygate4sd2 3, or4 2, buf 41, nor2 12
nor4 2, o21ai 6, clkbuf 2, o31ai 2
nand2b 5, inv 3
[repair_timing]
| action | CTS | global route |
|---|---|---|
| hold buffers | 0 | 0 |
| pin swaps | 18 | 12 |
| buffers inserted | 8 | 1 |
| endpoints found under the setup margin | 16 | 11 |
| resized | 100 | 19 |
[tightest hold or removal path, cell delays in order]
cell	delay [ns]
buf_6	0.07
or4_4	0.13
nor3b_2	0.04
buf_2	0.10
[cells by family (layout without fill, tap and decap cells)]
family	Yosys count	after routing	share of synthesized area
XOR/XNOR	1	1	0.02296
AND-OR/OR-AND	24	24	0.4197
AND/OR/NAND/NOR	29	29	0.4328
buffers and inverters	10	50	0.1246
Power and IR drop assume default switching activity.
